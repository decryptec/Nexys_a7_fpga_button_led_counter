==> /design/flow/design.v <==
`timescale 1ns / 1ps
module LED #(
  parameter B = 16
) (
  input logic clk,
  reset,
  add,
  sub,
  output logic [B-1:0] LED
);
  localparam logic [B-1:0] MAX = {B{1'b1}};
  always_ff @(posedge clk or negedge reset) begin
    if (~reset) LED <= 'b0;
    else if (add) begin
      if (LED < MAX) LED <= LED + 1;
    end else if (sub) begin
      if (LED > 0) LED <= LED - 1;
    end
  end
endmodule
==> /design/flow/run.sh <==
#!/bin/bash
# OpenROAD 26Q1-2900-gdf79404cd8, Yosys 0.63+post, stock flow scripts
make -C /OpenROAD-flow-scripts/flow DESIGN_CONFIG=/design/flow/config.mk WORK_HOME=/design/flow/orfs finish
==> /design/flow/config.mk <==
export PLATFORM = sky130hd
export DESIGN_NAME = LED
export DESIGN_NICKNAME = LED
export VERILOG_FILES = /design/flow/design.v
export SDC_FILE = /design/flow/constraint.sdc
export NUM_CORES = 4
export LEC_CHECK = 1
export CORE_AREA = 10 10 99 99
export DIE_AREA = 0 0 109 109
==> /design/flow/constraint.sdc <==
current_design LED

set clk_period 5.7
set clk_io_pct 0.2

create_clock -name clk0 -period $clk_period [get_ports {clk}]

set non_clock_inputs [all_inputs -no_clocks]
set_input_delay [expr $clk_period * $clk_io_pct] -clock clk0 $non_clock_inputs
set_output_delay [expr $clk_period * $clk_io_pct] -clock clk0 [all_outputs]
==> impl_metrics.ini <==
; physical design summary
[route]
drc = 0
routed.top_layer = met3
dr.first_iter.drc_count = 94
drt-met1-wl_mm = 1.93
vias = 1276
wl_met3_microns = 305
drtAntennaViolNets = 0
drt-total-wl_mm = 3.72
wl_per_cell_microns = 13.1
vias_per_cell = 4.51
first_pass_iters = 4
diodes = 0
wl_met2_mm = 1.49

[clock_tree]
cts_buffers = 3
clk_pin_slew_worst_paths_ns = 0.07
cts_root_buf = clkbuf_8
clock_latency_ns = 0.25
hold_buffers = 0
numClockSinks = 16
cts_tree = built
cts_resized = 0
clockBufferDepth = 2
post_cts_buffers = 0
cts_htree_levels = 1

[power]
p_leak_nw = 0.714
power_density_mw_per_mm2 = 572
total_power_mw = 1.00
ir_drop_mv = 0.138

[global_routing]
grt_pass1_vias = 1267
grt_pass1_wl_mm = 6.31
antenna_found_initial = 0
gr-total-overflow = 0
grt_max_degree = 31
grt_use_total_pct = 6.45

[final_timing]
maxSlewViolCount = 0
timing.final.crit_share_pct = 63.3
clock.fmax_mhz = 277
fin_tns_setup_ns = 0
grt_setup_unrepaired = no
fin_crit_ns = 3.61
clock_skew_ns = 0.000943
hold_violations = 0
setup_viol = 0
slew-limit-headroom_pct = 50.8
fin_ws_ns = 2.09
tightest_slew_ns = 0.736

[place]
placed_cell_area_sq_mm = 0.00170
dp_slack_ns = 1.88
portBuffers = 19
placed_cells = 279
hpwl_mm = 2.81
finalWeightedCongestion = 0.879

[cells_and_area]
seqCellArea_sq_um = 400
final_cell_mix = nand2_1 (20), clkdlybuf4s50_1 (19), dfrtp_1 (16)
largest_register = LED
stdcell_count = 283
largest_registers = LED (16)
post-route-cell-area_sq_mm = 0.00175
largest_register_ffs = 16
fillers = 836
layout_top_cell = nand2_1
comb_area_sq_um = 957
drive_gt1_share_pct = 7.18
syn2layout_area_growth_pct = 24.0

[floorplan]
dieHeight_microns = 109
core_sq_mm = 0.00773
die_w_microns = 109
dieArea_sq_mm = 0.0119
fp-row-count = 32
io_pins = 20
initial_utilization_pct = 18.3

[logic_synthesis]
yosysChipArea_sq_mm = 0.00141
syn_inst = 162
yosysUniqueCellTypes = 45
ys.flops = 16
yosys_warnings = 1
postSynthSeqShare_pct = 28.3
async_reset_ff_share_pct = 100
ys_cells = 162
synth_area_sq_mm = 0.00141
edf_count = 0
postSynthAreaPerCell_sq_um = 8.73
ff_type = dfrtp_1

[job]
drv_cap = 0
warning_count = 25

[worst_setup_path]
critPathMaxFanout = 14
max_stage_delay_ns = 0.51
crit_type = input port to flip-flop
required_ns = 5.85
timing.critical_path.buf_inv = 2
crit_arrival_ns = 3.76
cp-end-kind = flip-flop
critical_path.top_delay_family = buffers and inverters
slowest_stage = clkdlybuf4s50_1
crit_chain = clkdlybuf4s50_1, inv_1, ha_1, a211o_1, a21oi_2, a21oi_2, nand2_1, mux2_2, o31ai_1
start_kind = input port
crit_path_frequent_cell = a21oi_2

[run_status]
status = completed

[min_path]
hold_class = flip-flop to flip-flop
[synth_stat cells, types with 2 or more instances]
cell type / instances / area [sq um]
nand3_1: 5 / 25.0
ha_1: 14 / 175
a21o_1: 5 / 37.5
nand4_1: 4 / 25.0
a31oi_1: 2 / 12.5
nor2b_1: 3 / 18.8
inv_1: 6 / 22.5
nor3b_1: 2 / 15.0
a21oi_1: 13 / 65.1
o21a_1: 3 / 22.5
a211o_1: 4 / 35.0
nor4_1: 4 / 25.0
a21oi_2: 2 / 17.5
nor3_1: 2 / 10.0
o31ai_1: 5 / 37.5
xor2_1: 7 / 61.3
buf_6: 2 / 22.5
o21ai_0: 10 / 50.1
dfrtp_1: 16 / 400
o21ai_2: 2 / 17.5
nor2_1: 5 / 18.8
a311oi_1: 2 / 17.5
nand2_1: 20 / 75.1
xnor2_1: 3 / 26.3
[final cells by class]
type	instances	area share (%)
multi-input cells	136	54.6
flip-flops and latches	16	22.8
repair buffers	19	10.8
well taps	102	7.28
clock buffers	4	3.14
inverters	6	1.28
[power breakdown]
group / internal [mW] / switching [mW] / leakage (nW) / total [mW]
Clock: 0.0613 / 0.0431 / 0.0288 / 0.104
Sequential: 0.175 / 0.0960 / 0.190 / 0.271
Combinational: 0.328 / 0.300 / 0.495 / 0.628
Total: 0.564 / 0.439 / 0.714 / 1.00
[through the flow]
| step | hold slack, ns | utilization (%) |
|---|---|---|
| 2_1_floorplan | 0.487 | - |
| 3_3_place_gp | 0.547 | 22.0 |
| 3_5_place_dp | 0.553 | 22.0 |
| 4_1_cts | 0.563 | 22.7 |
| 5_1_grt | 0.592 | 22.7 |
| 6_report | 0.557 | 22.7 |
[cell families after synthesis]
logic type | after synthesis | share of synthesized area [%]
multiplexers | 1 | 0.796
adder cells (fa/ha/maj) | 15 | 13.8
AND/OR/NAND/NOR | 55 | 20.8
AND-OR/OR-AND | 55 | 26.1
flip-flops | 16 | 28.3
buffers and inverters | 10 | 3.98
XOR/XNOR | 10 | 6.20
[routing by layer]
layer  up-vias  GRT usage, %
li1        651             -
met1       605          9.40
met2        20          9.25
met3         0          2.45
met4         0         0.377
met5         -             0
[worst paths after layout]
check | startpoint | to | slack, ns | cells after the start
setup / recovery | add | LED[13]$_DFFE_PN0P_ | 2.09 | 9
hold / removal | LED[0]$_DFFE_PN0P_ | LED[0]$_DFFE_PN0P_ | 0.56 | 1
setup reg to reg | LED[0]$_DFFE_PN0P_ | LED[14]$_DFFE_PN0P_ | 3.39 | 8
hold reg to reg | LED[0]$_DFFE_PN0P_ | LED[0]$_DFFE_PN0P_ | 0.56 | 1
max in group asynchronous | reset | LED[10]$_DFFE_PN0P_ | 3.92 | 1
min in group asynchronous | reset | LED[0]$_DFFE_PN0P_ | 1.32 | 1
Power and IR drop assume default switching activity.
