`design/flow/config.mk`:
```
export PLATFORM = sky130hd
export DESIGN_NAME = debouncer_delayed
export DESIGN_NICKNAME = debouncer_delayed
export VERILOG_FILES = /design/flow/design.v
export SDC_FILE = /design/flow/constraint.sdc
export NUM_CORES = 4
export LEC_CHECK = 1
export CORE_UTILIZATION = 30
```
`design/flow/constraint.sdc`:
```
current_design debouncer_delayed

set clk_period 1.3
set clk_io_pct 0.2

create_clock -name clk0 -period $clk_period [get_ports {clk}]

set non_clock_inputs [all_inputs -no_clocks]
set_input_delay [expr $clk_period * $clk_io_pct] -clock clk0 $non_clock_inputs
set_output_delay [expr $clk_period * $clk_io_pct] -clock clk0 [all_outputs]
```
`design/flow/design.v`:
```
`timescale 1ns / 1ps
module debouncer_delayed(
    input logic clk, reset_n,
    input logic noisy,
    output logic debounced
    );
    logic timer_done, timer_reset;
    debouncer_delayed_fsm FSM0(
        .clk(clk),
        .reset_n(reset_n),
        .noisy(noisy),
        .timer_done(timer_done),
        .timer_reset(timer_reset),
        .debounced(debounced)
    );
    timer_parameter #(.FINAL_VALUE(1_999_999)) T0(
        .clk(clk),
        .reset_n(~timer_reset),
        .enable(~timer_reset),
        .done(timer_done)
    );
endmodule
`timescale 1ns / 1ps
module debouncer_delayed_fsm(
    input logic clk, reset_n,
    input logic noisy, timer_done,
    output logic timer_reset, debounced
    );
    logic [1:0] state_reg, state_next;
    parameter s0 = 0, s1 = 1, s2 = 2, s3 = 3;
    always_ff @(posedge clk, negedge reset_n)
    begin
        if (~reset_n)
            state_reg <= 0;
        else
            state_reg <= state_next;
    end
    always_comb
    begin
        state_next = state_reg;
        case(state_reg)
            s0: if (~noisy)
                    state_next = s0;
                else if (noisy)
                    state_next = s1;
            s1: if (~noisy)
                    state_next = s0;
                else if (noisy & ~timer_done)
                    state_next = s1;
                else if (noisy & timer_done)
                    state_next = s2;
            s2: if (~noisy)
                    state_next = s3;
                else if (noisy)
                    state_next = s2;
            s3: if (noisy)
                    state_next = s2;
                else if (~noisy & ~timer_done)
                    state_next = s3;
                else if (~noisy & timer_done)
                    state_next = s0;
            default: state_next = s0;                                             
        endcase
    end
    assign timer_reset = (state_reg == s0) | (state_reg == s2);
    assign debounced = (state_reg == s2) | (state_reg == s3);
endmodule
`timescale 1ns / 1ps
module timer_parameter
    #(parameter FINAL_VALUE = 255)(
    input logic clk,
    input logic reset_n,
    input logic enable,
    output logic done
    );
    localparam BITS = $clog2(FINAL_VALUE); 
    logic [BITS - 1:0] Q_reg, Q_next;
    always_ff @(posedge clk, negedge reset_n)
    begin
        if (~reset_n)
            Q_reg <= 'b0;
        else if(enable)
            Q_reg <= Q_next;
        else
            Q_reg <= Q_reg;
    end
    assign done = Q_reg == FINAL_VALUE;
    always_comb
        Q_next = done? 'b0: Q_reg + 1;
endmodule
```
`design/flow/run.sh`:
```
#!/bin/bash
# OpenROAD 26Q1-2900-gdf79404cd8, Yosys 0.63+post, stock flow scripts
make -C /OpenROAD-flow-scripts/flow DESIGN_CONFIG=/design/flow/config.mk WORK_HOME=/design/flow/orfs finish
```
==> README.md <==
| Item | This run | Unit |
|:---|:---|:---|
| Residual antenna-violating net count after detailed routing | 0 | - |
| Average routed wire per standard cell | 12.7 | um |
| Endpoints failing hold | 0 | - |
| Count of cells along the worst register-to-register path | 4 | - |
| Distinct lib cells | 33 | - |
| Number of buffers on the longest clock path | 2 | - |
| Flop2flop setup slack | -0.65 | ns |
| Violated checks | negative setup slack | - |
| H-tree Lvls | 1 | - |
| Site Rows | 23 | - |
| CTS clock-pin slew for the worst setup and hold paths | 0.09 | ns |
| Met1 track utilization from global routing | 23.8 | % |
| Number of iterations in the first detailed-routing pass | 4 | - |
| Shortest period the worst path allows | 1.95 | ns |
| Share of the cycle needed by the critical path after routing | 150 | % |
| Antenna violations before repair | 0 | - |
| Num CTS Buffers | 3 | - |
| RSZ-0062 raised after global routing | true | - |
| Worst-path fanout max | 5 | - |
| Final tally of setup violations | 25 | - |
| I/O pin cnt | 4 | - |
| RR Endpoint | FSM0.state_reg[3] | - |
| Total count of max-transition violations in the final report | 0 | - |
| Simple-gate portion of the synthesized area | 28.6 | % |
| Via-to-Cell Ratio | 4.88 | - |
| AND-OR/OR-AND Cells, Area Fraction | 8.67 | % |
| Port-buffer cells | 3 | - |
| Number of global-route vias before repair | 1,093 | - |
| Async set or reset register ratio after synthesis | 100 | % |
| Outcome | complete, but fails checks | - |
| Via count of the routed design | 1,107 | - |
| # hold bufs at CTS | 0 | - |
| Top cells by area in the synthesized netlist | sky130_fd_sc_hd__dfrtp_1 (48%), sky130_fd_sc_hd__xnor2_1 (6.4%), sky130_fd_sc_hd__nand2_1 (4.5%) | - |
| Adder and majority gate portion of the synthesized area | 1.01 | % |
| Met3 layer usage reported by global route | 2.97 | % |
| Die W | 66.3 | um |
| Hold WC Path Type | input port to asynchronous set/reset pin | - |
| Sequential-to-total area share from yosys stat | 50.5 | % |
| Global route total overflow | 0 | - |
| Synthesized cell area | 0.00124 | mm2 |
| Worst EP required | 1.45 | ns |
| Pin slew with the least headroom to its limit | 0.327 | ns |
| Total die size | 0.00440 | mm2 |
| Global-route total usage across every layer | 15.2 | % |
| Cell total in the yosys stat output | 123 | - |
| Synth Register Bits | 25 | - |
| YS warnings | 2 | - |
| Wire length of the first global-routing pass | 4.99 | mm |
| Core Util at FP | 31.0 | % |
| TritonCTS clock tree | done | - |
| Fin Clk Skew | 0.00870 | ns |
| WL final | 2.88 | mm |
| Arrival @ worst endpoint | 2.10 | ns |
| Number of flip-flops in the largest register | 21 | - |
| Initial DRC Count | 23 | - |
| Worst relative slew slack | 78.0 | % |
| Count of flip-flops with a built-in enable after synthesis | 0 | - |
| Per-instance average area after synthesis | 10.1 | um2 |
| Largest net degree at the start of global routing | 20 | - |
| Top_reg_cell synth | sky130_fd_sc_hd__dfrtp_1 | - |
| Number of warning messages in the logs | 28 | - |
| Startpoint type of the worst setup path | flip-flop | - |
| Xor+xnor area frac | 9.17 | % |
| Met2 Track Usage GR | 23.7 | % |
| Hold WS | 0.179 | ns |
| Synth top area share | 48.4 | % |
| Most numerous logic cell after layout | sky130_fd_sc_hd__buf_4 | - |
| Final weighted congestion in routability-driven placement | 0.834 | - |
| Number of instances in the synthesized netlist | 123 | - |
| Critical Path Sink Type | flip-flop | - |
| Top library cells by usage in the layout, fill and taps aside | sky130_fd_sc_hd__buf_4 (40), sky130_fd_sc_hd__dfrtp_1 (23), sky130_fd_sc_hd__nand2_1 (14) | - |
| Area of the core | 0.00400 | mm2 |
| Relative area change from synthesis to final layout | 54.8 | % |
| Dpl ws | -0.595 | ns |
| Die height | 66.3 | um |
| Classification of the worst setup path | flip-flop to flip-flop | - |
| Startpoint of the lowest-slack register-to-register path | T0.Q_reg[9] | - |
| Setup TNS | -11.63 | ns |
| Reported leakage power | 0.829 | nW |
| Slack of the critical path | -0.648 | ns |
| Antenna Cells | 0 | - |
| HPWL after detailed placement | 1.99 | mm |
| Multiplexer share of the synthesized area | 0 | % |
| Post-detailed-route DRC marker count | 0 | - |
| Top comb family, area | simple AND/OR/NAND/NOR gates | - |
| Max cap viols | 0 | - |
| Share of cells above drive strength 1 | 49.7 | % |
| Worst vdd ir | 1060 | uV |
| Global route hottest layer | met1 | - |
| Number of clock sinks seen by CTS | 25 | - |
| Worst-skew pair later-pin latency | 0.27 | ns |
| Maximum operating frequency | 513 | MHz |
| YS chip area | 0.00124 | mm2 |
| CTS Root Cell | sky130_fd_sc_hd__clkbuf_8 | - |
| Pwr per Cell Area | 1430 | mW/mm2 |
| Leading area contributor after synthesis | sky130_fd_sc_hd__dfrtp_1 | - |
[stage by stage]
step / total power (W) / area [um2] / std cells / utilization, %
finish: 0.00275 / 1920 / 227 / 48.0
detailed placement: 0.00195 / 1640 / 213 / 41.0
CTS: 0.00268 / 1870 / 226 / 46.8
global placement: 0.00192 / 1640 / 213 / 41.0
global route: 0.00293 / 1920 / 227 / 48.0
floorplan: 0.00150 / 1280 / 123 / -
[metal layers]
layer / wire (um) / vias to the layer above
li1: - / 562
met1: 1490 / 537
met2: 1340 / 8
met3: 49 / 0
met4: 0 / 0
met5: 0 / -
[worst max path at each step]
stage,startpoint,end,slack [ns],cells after the start
after CTS,T0.Q_reg[9],FSM0.state_reg[0],-0.62,4
after global routing,T0.Q_reg[9],T0.Q_reg[0],-0.73,4
final,T0.Q_reg[9],FSM0.state_reg[3],-0.65,4
[area by class of cell]
cell class              count  area [um2]
fillers                   337        2080
inverters                   4        18.8
clock buffers               3        41.3
repair buffers             52         427
well taps                  50        62.6
flip-flops and latches     25         628
multi-input cells          92         736
clock inverters             1        8.76
[kinds of logic (layout without fill, tap and decap cells)]
family | after synthesis | in the layout
adder cells (fa/ha/maj) | 1 | 1
AND-OR/OR-AND | 18 | 18
flip-flops | 25 | 25
AND/OR/NAND/NOR | 60 | 60
XOR/XNOR | 13 | 13
buffers and inverters | 6 | 60
[repair_timing]
item,4_1_cts,5_1_grt
gates resized,32,11
setup buffers,10,5
pin swaps,12,8
setup endpoints to repair,26,45
[critical path, cell delays in order (launching register included)]
cell and delay, ns:
sky130_fd_sc_hd__dfrtp_1 0.38, sky130_fd_sc_hd__or4b_1 0.52, sky130_fd_sc_hd__or4_4 0.48, sky130_fd_sc_hd__nor3_4 0.35
sky130_fd_sc_hd__o22ai_2 0.10
[power breakdown]
| group | internal (W) | switching (W) |
|---|---|---|
| Sequential | 0.000916 | 0.000120 |
| Clock | 0.000224 | 0.000250 |
| Combinational | 0.000657 | 0.000581 |
| Total | 0.00180 | 0.000950 |
[cell usage after synthesis (2+ instances only)]
cell,count
sky130_fd_sc_hd__nand3_1,7
sky130_fd_sc_hd__o22ai_1,2
sky130_fd_sc_hd__inv_1,4
sky130_fd_sc_hd__nor2_1,7
sky130_fd_sc_hd__nand4_1,3
sky130_fd_sc_hd__or2_2,2
sky130_fd_sc_hd__or4_1,3
sky130_fd_sc_hd__nor4_1,3
sky130_fd_sc_hd__nand2_1,15
sky130_fd_sc_hd__a21oi_1,5
sky130_fd_sc_hd__buf_2,2
sky130_fd_sc_hd__xor2_1,4
sky130_fd_sc_hd__o21ai_1,4
sky130_fd_sc_hd__o21ai_0,2
sky130_fd_sc_hd__xnor2_1,9
sky130_fd_sc_hd__o31ai_1,3
sky130_fd_sc_hd__or4_4,3
sky130_fd_sc_hd__nor3_1,4
sky130_fd_sc_hd__dfrtp_1,24
sky130_fd_sc_hd__or3_1,4
Power is estimated from default activity; no workload was simulated.
