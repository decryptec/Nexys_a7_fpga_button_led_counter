==> design.v <==
`timescale 1ns / 1ps
module button(
    input logic clk,
    input logic reset_n,
    input logic noisy,
    output logic debounced,
    output logic p_edge,
    output logic n_edge,
    output logic _edge
    );
    logic synced_noisy;
    logic debounced_signal;
    logic timer_done, timer_reset;
    synchronizer sync(
        .clk(clk),
        .reset_n(reset_n),
        .D(noisy),
        .Q(synced_noisy)
    );
    debouncer_delayed_fsm fsm (
        .clk(clk),
        .reset_n(reset_n),
        .noisy(synced_noisy),
        .timer_done(timer_done),
        .timer_reset(timer_reset),
        .debounced(debounced_signal)
    );
    timer_parameter #(.FINAL_VALUE(1_999_999)) timer (
        .clk(clk),
        .reset_n(~timer_reset),
        .enable(~timer_reset),
        .done(timer_done)
    );
    edge_detector edge_det (
        .clk(clk),
        .reset_n(reset_n),
        .level(debounced_signal),
        .p_edge(p_edge),
        .n_edge(n_edge),
        ._edge(_edge)
    );
    assign debounced = debounced_signal;
endmodule
`timescale 1ns / 1ps
module debouncer_delayed_fsm(
    input logic clk, reset_n,
    input logic noisy, timer_done,
    output logic timer_reset, debounced
    );
    logic [1:0] state_reg, state_next;
    parameter s0 = 0, s1 = 1, s2 = 2, s3 = 3;
    always_ff @(posedge clk, negedge reset_n)
    begin
        if (~reset_n)
            state_reg <= 0;
        else
            state_reg <= state_next;
    end
    always_comb
    begin
        state_next = state_reg;
        case(state_reg)
            s0: if (~noisy)
                    state_next = s0;
                else if (noisy)
                    state_next = s1;
            s1: if (~noisy)
                    state_next = s0;
                else if (noisy & ~timer_done)
                    state_next = s1;
                else if (noisy & timer_done)
                    state_next = s2;
            s2: if (~noisy)
                    state_next = s3;
                else if (noisy)
                    state_next = s2;
            s3: if (noisy)
                    state_next = s2;
                else if (~noisy & ~timer_done)
                    state_next = s3;
                else if (~noisy & timer_done)
                    state_next = s0;
            default: state_next = s0;                                             
        endcase
    end
    assign timer_reset = (state_reg == s0) | (state_reg == s2);
    assign debounced = (state_reg == s2) | (state_reg == s3);
endmodule
`timescale 1ns / 1ps
module edge_detector(
    input logic clk, reset_n,
    input logic level,
    output logic p_edge, n_edge, _edge
    );
    logic [1:0] state_reg, state_next;
    parameter s0 = 0, s1 = 1, s2 = 2, s3 =3;
    always_ff @(posedge clk, negedge reset_n)
    begin
        if (~reset_n)
            state_reg <= s0;
        else
            state_reg <= state_next;
    end
    always_comb
    begin
        case(state_reg)
            s0: if (level) state_next = s1;
                else       state_next = s0;
            s1: if (level) state_next = s2;
                else       state_next = s3;
            s2: if (level) state_next = s2; 
                else       state_next = s3;
            s3: if (level) state_next = s1;
                else       state_next = s0;
            default: state_next = s0;                
        endcase
    end
    assign p_edge = (state_reg == s1);
    assign n_edge = (state_reg == s3);
    assign _edge = p_edge | n_edge;
endmodule
`timescale 1ns / 1ps
module synchronizer
    #(parameter STAGES = 2)(
    input logic clk, reset_n,
    input logic D,
    output logic Q
    );
    logic [STAGES - 1:0] Q_reg;
    always_ff @(posedge clk, negedge reset_n)
    begin
        if (~reset_n)
            Q_reg <= 'b0;
        else
            Q_reg <= {D, Q_reg[STAGES - 1:1]};
    end
    assign Q = Q_reg[0];
endmodule
`timescale 1ns / 1ps
module timer_parameter
    #(parameter FINAL_VALUE = 255)(
    input logic clk,
    input logic reset_n,
    input logic enable,
    output logic done
    );
    localparam BITS = $clog2(FINAL_VALUE); 
    logic [BITS - 1:0] Q_reg, Q_next;
    always_ff @(posedge clk, negedge reset_n)
    begin
        if (~reset_n)
            Q_reg <= 'b0;
        else if(enable)
            Q_reg <= Q_next;
        else
            Q_reg <= Q_reg;
    end
    assign done = Q_reg == FINAL_VALUE;
    always_comb
        Q_next = done? 'b0: Q_reg + 1;
endmodule
==> run.sh <==
#!/bin/bash
# OpenROAD 26Q1-2900-gdf79404cd8, Yosys 0.63+post, stock flow scripts
make -C /OpenROAD-flow-scripts/flow DESIGN_CONFIG=/design/flow/config.mk WORK_HOME=/design/flow/orfs finish
==> config.mk <==
export PLATFORM = sky130hd
export DESIGN_NAME = button
export DESIGN_NICKNAME = button
export VERILOG_FILES = /design/flow/design.v
export SDC_FILE = /design/flow/constraint.sdc
export NUM_CORES = 4
export LEC_CHECK = 1
export CORE_AREA = 10 10 101 101
export DIE_AREA = 0 0 111 111
==> constraint.sdc <==
current_design button

set clk_period 2.5
set clk_io_pct 0.2

create_clock -name clk0 -period $clk_period [get_ports {clk}]

set non_clock_inputs [all_inputs -no_clocks]
set_input_delay [expr $clk_period * $clk_io_pct] -clock clk0 $non_clock_inputs
set_output_delay [expr $clk_period * $clk_io_pct] -clock clk0 [all_outputs]
==> impl_metrics.csv <==
group,metric,value,unit
run,tool_warnings,25,
setup_path,crit_type,"reg2out",
timing,setup_viol,0,
timing,finalHoldViolCount,0,
route,viasPerCell,4.09,
logic_synthesis,synthDistinctLibCells,33,
timing,min_period,1900,ps
clock_tree,cts-root-buf,"clkbuf_8",
placed_design,io_buffers,6,
route,drc_errors,0,
timing,period_used_share,76.1,%
placed_design,post-place-ws,609,ps
power,power_density,509,nW/um2
logic_synthesis,ys_area,1470,um2
global_route,grt_max_degree,31,
logic_synthesis,synth_top_flop_cell,"dfrtp_1",
logic_synthesis,synthArstFlopShare,100,%
timing,maxSlewHeadroom,61.9,%
route,wl_per_cell,10.4,um
route,first_pass_iters,4,
outcome,status,"finished clean",
global_route,grt_overflow,0,
floorplanning,rows,33,
global_route,grt_pass1_wl,4810,um
final_layout,logic_area,633,um2
worst_hold_path,min_path_type,"reg2reg",
placed_design,place_congestion,0.839,
power,p_int,0.702,mW
run,maxCapViolCount,0,
timing,final_max_slew_viol_count,0,
logic_synthesis,netlist_instances,140,
floorplanning,fp_util,18.0,%
power,power,0.875,mW
power,power.switching,0.173,mW
final_layout,syn_to_final_growth,17.3,%
timing,fmax,526,MHz
logic_synthesis,yosys.area.top_type_share,49.5,%
clock_tree,clock-sinks,31,
clock_tree,clk_latency,280,ps
global_route,met3_usage,1.81,%
setup_path,cp.arrival,1400,ps
logic_synthesis,ys_cells,140,
floorplanning,fp.dieH,111,um
floorplanning,die_x,111,um
final_layout,drive_gt1_share,11.8,%
floorplanning,die_area,12300,um2
global_route,grt-busiest-layer,"met1",
clock_tree,ctsHtreeMaxLevel,2,
route,vias,1052,
final_layout,largest_reg_flops,21,
clock_tree,cts_tree,"yes",
setup_path,endpoint_kind,"output pin",
clock_tree,holdBufCountCts,0,
setup_path,required,2000,ps
logic_synthesis,ys_top_cells_by_count,"dfrtp_1, nor2_1, nand3_1",
setup_path,worstPathMaxFanout,4,
floorplanning,ios,7,
power,pwr-share-seq,57.7,%
floorplanning,coreArea,8130,um2
timing,tightest_slew,569,ps
clock_tree,cts_setup_buffers,0,
power,p_comb_share,0.7,%
route,route.antenna.remaining_nets,0,
power,p_leak,0.682,nW
timing,rsz0062_at_grt,"false",
logic_synthesis,postSynthAreaPerCell,10.5,um2
global_route,met2_usage,5.97,%
route,drt-total-wl,2660,um
timing,setup_ws,598,ps
global_route,grt_util_met1,6.63,%
clock_tree,cts.repair.resized,0,
logic_synthesis,ys_warn_count,4,
logic_synthesis,yosys.area.top_type,"dfrtp_1",
route,drt_iter0_drc,94,
placed_design,place.detailed.hpwl,1860,um
logic_synthesis,top_cell,"dfrtp_1",
power,swShare,19.8,%
logic_synthesis,yosys.stat.seqShare,53.1,%
global_route,gr-usage-all-layers,4.44,%
power,ir_drop,0.343,mV
final_layout,seqCellArea,778,um2
final_layout,fill_cells,853,
clock_tree,clock_path_buffers,2,
route,diodes,0,
clock_tree,numCtsBuffers,5,
logic_synthesis,yosys-top-cells-area,"dfrtp_1, xnor2_1, nand3_1",
clock_tree,cts.clk_slew.worst_paths,60,ps
timing,tns,0,ps
global_route,antenna_found_initial,0,
global_route,grt_pass1_vias,1024,
power,power.share.clock,41.6,%
timing,fin_skew,5.31,ps
logic_synthesis,edf_count,0,
logic_synthesis,synth_flops,31,
setup_path,worst_setup_path_start_kind,"flop",
logic_synthesis,synth_area,1470,um2
power groups by stage:
stage	Combinational (mW)	Sequential (mW)	Clock (mW)
finish	0.00573	0.505	0.364
global route	0.00636	0.505	0.405
CTS	0.00610	0.505	0.379
kinds of logic (layout without fill, tap and decap cells):
kind of cell               Yosys count  count (layout)  share of synthesized area (%)
AOI/OAI and AO/OA                   23              23                           8.88
xor gates and xnor gates            13              13                           7.77
adders and majority gates            1               1                          0.854
buffers and inverters                8              20                           3.67
DFF                                 31              31                           53.1
and+or+nand+nor                     64              64                           25.7
worst max-delay path, cell delays in order (launching register included):
cell and delay, ps:
dfrtp_1 390, nor2_1 190, inv_1 120, clkdlybuf4s50_1 420
area by class of cell:
type                            count  share of cell area, %
Tap cell                          105                   7.64
Timing Repair Buffer                6                   3.49
Multi-Input combinational cell    101                   36.8
Clock inverter                      1                  0.291
Sequential cell                    31                   45.3
Inverter                            6                   2.04
Clock buffer                        7                   4.44
path summary, 6_finish.rpt:
check,slack (ps),from,end,depth (start not counted)
max,600,fsm.state_reg[3]$_DFF_PN0_,debounced,3
min,350,sync.Q_reg[1]$_DFF_PN0_,sync.Q_reg[0]$_DFF_PN0_,0
max reg2reg,610,fsm.state_reg[1]$_DFF_PN0_,timer.Q_reg[20]$_DFFE_PP0N_,5
min reg2reg,350,sync.Q_reg[1]$_DFF_PN0_,sync.Q_reg[0]$_DFF_PN0_,0
max in group asynchronous,1660,reset_n,edge_det.state_reg[0]$_DFF_PN1_,1
min in group asynchronous,520,reset_n,sync.Q_reg[1]$_DFF_PN0_,1
per-stage QoR:
| step | std cells | cell area [um2] | utilization [%] | hold slack, ps |
|---|---|---|---|---|
| final | 257 | 1720 | 21.1 | 351 |
| after global routing | 257 | 1720 | 21.1 | 360 |
| after CTS | 257 | 1720 | 21.1 | 355 |
| after detailed placement | 249 | 1640 | 20.1 | 341 |
| after global placement | 249 | 1640 | 20.1 | 337 |
| after floorplan | 140 | 1470 | - | 204 |
cells in the final DEF (no fill, tap or decap), types with 6 or more instances in the layout:
cell and n:
nand2_1 7, xor2_1 6, clkdlybuf4s50_1 6, xnor2_1 7
nor2_1 13, nand3_1 11, o21ai_0 9, a21oi_1 8
dfrtp_1 29
routing by layer:
| metal | part of all wire, % | wire length [um] |
|---|---|---|
| met2 | 40 | 1080 |
| met5 | 0 | 0 |
| met3 | 6.3 | 169 |
| met4 | 0.53 | 14 |
| met1 | 53 | 1400 |
Power is estimated from default activity; no workload was simulated.
